===== design/flow/constraint.sdc =====
current_design datapathPC

set clk_period 22.1
set clk_io_pct 0.2

create_clock -name clk0 -period $clk_period [get_ports {clk}]

set non_clock_inputs [all_inputs -no_clocks]
set_input_delay [expr $clk_period * $clk_io_pct] -clock clk0 $non_clock_inputs
set_output_delay [expr $clk_period * $clk_io_pct] -clock clk0 [all_outputs]

===== design/flow/design.v =====
`timescale 1ns/10ps
module D_FF (q, d, reset, clk);
	output reg q;
	input d, reset, clk;
	always_ff @(posedge clk)
		if (reset)
			q <= 0;  
		else
			q <= d;  
endmodule
module add(Cout, A, B, S, Cin); 
	input logic A, B, Cin; 
	output logic Cout, S; 
	logic x, y, z, temp;
	and(x, A, B); 
	and(y, A, Cin);
	and(z, B, Cin); 
	or(temp, x, y); 
	or(Cout, temp, z); 
	logic temp2; 
	xor(temp2, A, B); 
	xor(S, temp2, Cin); 
endmodule 
`timescale 1ns/10ps
module alu(A, B, cntrl, result, negative, zero, overflow, carry_out); 
	input logic [63:0] A, B; 
	input logic [2:0] cntrl; 
	output logic [63:0] result; 
	output logic negative, zero, overflow, carry_out; 
	logic [63:0] outBP, outAdd, outSub, outAnd, outOr, outXor, temp1, temp2;
	logic [63:0] tempCoutAdd, tempCoutSub;
	logic overflowAdd, overflowSub; 
	bypass equal1 (.Din(B[0]), .Dout(outBP[0]));
	add adding1 (.Cout(tempCoutAdd[0]), .A(A[0]), .B(B[0]), .S(outAdd[0]), .Cin(1'b0));
	sub subtracting1 (.Cout(tempCoutSub[0]), .A(A[0]), .B(B[0]), .S(outSub[0]), .Cin(1'b1));
	and #(0.05) (outAnd[0], A[0], B[0]);
	or  #(0.05) (outOr[0], A[0], B[0]); 
	xor  #(0.05) (outXor[0], A[0], B[0]);
	mux8_1 control1 (.cntrl, .outBP(outBP[0]), .outAdd(outAdd[0]), .outSub(outSub[0]), .outAnd(outAnd[0]), .outOr(outOr[0]), .outXor(outXor[0]), .temp1(temp1[0]), .temp2(temp2[0]), .Dout(result[0]));
	genvar i; 
	generate
		for(i = 1; i < 64; i++) begin : eachInputBit
			bypass equal (.Din(B[i]), .Dout(outBP[i]));
			add adding (.Cout(tempCoutAdd[i]), .A(A[i]), .B(B[i]), .S(outAdd[i]), .Cin(tempCoutAdd[i - 1]));
			sub subtracting (.Cout(tempCoutSub[i]), .A(A[i]), .B(B[i]), .S(outSub[i]), .Cin(tempCoutSub[i - 1]));
			and #(0.05) (outAnd[i], A[i], B[i]);
			or #(0.05) (outOr[i], A[i], B[i]); 
			xor #(0.05) (outXor[i], A[i], B[i]);
			mux8_1 control (.cntrl, .outBP(outBP[i]), .outAdd(outAdd[i]), .outSub(outSub[i]), .outAnd(outAnd[i]), .outOr(outOr[i]), .outXor(outXor[i]), .temp1(temp1[i]), .temp2(temp2[i]), .Dout(result[i]));
		end
	endgenerate
	mux2_1 cout (.d0(tempCoutAdd[63]), .d1(tempCoutSub[63]), .select(cntrl[0]), .out(carry_out));
	xor #(0.05) (overflowAdd, tempCoutAdd[63], tempCoutAdd[62]); 
	xor #(0.05) (overflowSub, tempCoutSub[63], tempCoutSub[62]); 
	mux2_1 Oflow (.d0(overflowAdd), .d1(overflowSub), .select(cntrl[0]), .out(overflow));
	flag0 set0 (.result, .zero); 
	assign negative = result[63]; 
endmodule 
`timescale 1ns/10ps
module bypass(Din, Dout); 
	input logic Din; 
	output logic Dout; 
	assign Dout = Din; 
endmodule 
`timescale 1ns/10ps
module datapathPC(clk, reset, instruction, pcVal, BrTaken, UncondBr); 
	input clk, reset, BrTaken, UncondBr;
	input	[31:0] instruction;
	output [63:0] pcVal;
	logic [63:0] nextPC, shift2, nextPC1, nextPC0, pcVal_br;
	logic negative1, zero1, overflow1, carry_out1;
	logic negative0, zero0, overflow0, carry_out0;
	mux2_1_64 signExt (.d0({{45{instruction[23]}}, instruction[23:5]}), .d1({{38{instruction[25]}}, instruction[25:0]}), .select(UncondBr), .out(shift2));
	register incase_br (.WriteData(pcVal), .regEnable(1'b1), .dataOut(pcVal_br), .clk);
	alu PCnextBr (.A(pcVal_br), .B({shift2[61:0], 2'b00}), .cntrl(3'b010), .result(nextPC1), .negative(negative1), .zero(zero1), .overflow(overflow1), .carry_out(carry_out1)); 
	alu PCnext4 (.A(pcVal), .B(64'd4), .cntrl(3'b010), .result(nextPC0), .negative(negative0), .zero(zero0), .overflow(overflow0), .carry_out(carry_out0)); 
	mux2_1_64 assignPCnext (.d0(nextPC0), .d1(nextPC1), .select(BrTaken), .out(nextPC));  
	genvar i; 
	generate 
		for(i = 0; i < 64; i++) begin : eachFlip
			D_FF flipPC (.q(pcVal[i]), .d(nextPC[i]), .reset, .clk);
		end
	endgenerate 
endmodule 
`timescale 1ns/10ps
module flag0(result, zero); 
	input logic [63:0] result; 
	output logic zero; 
	logic [15:0] sixteen; 
	logic [3:0] four; 
	logic temp0;
	genvar i; 
	generate 
		for(i = 0; i < 64; i += 4) begin : each16or
			or #(0.05) (sixteen[i / 4], result[i], result[i + 1], result[i + 2], result[i + 3]); 
		end
		for(i = 0; i < 16; i += 4) begin : each4or
			or #(0.05) (four[i / 4], sixteen[i], sixteen[i + 1], sixteen[i + 2], sixteen[i + 3]);
		end 
		or #(0.05) (temp0, four[0], four[1], four[2], four[3]); 
	endgenerate 
	not #(0.05) (zero, temp0); 
endmodule 
`timescale 1ns/10ps
module mux2_1(d0, d1, select, out); 
	input logic d0, d1, select; 
	output logic out; 
	logic a, b, notselect; 
	not #(0.05) (notselect, select);
	and #(0.05) (a, d0, notselect);
	and #(0.05) (b, d1, select);
	or #(0.05) (out, a, b);
endmodule 
`timescale 1ns/10ps
module mux2_1_64(d0, d1, select, out); 
	input logic [63:0] d0, d1; 
	input logic select; 
	output logic [63:0] out;
	logic [63:0] a, b; 
	logic notselect; 
	not #(0.05) (notselect, select);
	genvar i; 
	generate
		for(i = 0; i < 64; i++) begin : eachgate
			and #(0.05) (a[i], d0[i], notselect);
			and #(0.05) (b[i], d1[i], select);
			or #(0.05) (out[i], a[i], b[i]);
		end 
	endgenerate
endmodule 
`timescale 1ns/10ps
module mux4_1(s0, s1, i0, i1, i2, i3, out); 
	input logic s0, s1, i0, i1, i2, i3; 
	output logic out; 
	logic ns0, ns1, a0, a1, a2, a3; 
	not #(0.05) (ns0, s0); 
	not #(0.05) (ns1, s1); 
	and #(0.05) (a0, ns1, ns0, i0);
	and #(0.05) (a1, ns1, s0, i1);
	and #(0.05) (a2, s1, ns0, i2);
	and #(0.05) (a3, s1, s0, i3);
	or #(0.05) (out, a0, a1, a2, a3); 
endmodule 
`timescale 1ns/10ps
module mux8_1 (cntrl, outBP, outAdd, outSub, outAnd, outOr, outXor, temp1, temp2, Dout);
	input logic [2:0] cntrl; 
	input logic outBP, outAdd, outSub, outAnd, outOr, outXor, temp1, temp2;
	output logic Dout; 
	logic out1, out2; 
	mux4_1 firsthalf (.s0(cntrl[0]), .s1(cntrl[1]), .i0(outBP), .i1(temp1), .i2(outAdd), .i3(outSub), .out(out1));
	mux4_1 secondhalf (.s0(cntrl[0]), .s1(cntrl[1]), .i0(outAnd), .i1(outOr), .i2(outXor), .i3(temp2), .out(out2));
	mux2_1 finalResult (.d0(out1), .d1(out2), .select(cntrl[2]), .out(Dout));
endmodule 
`timescale 1ns/10ps
module register(WriteData, regEnable, dataOut, clk);
	input logic regEnable, clk;
	input logic [63:0] WriteData;
	output logic [63:0] dataOut; 
	logic [63:0] muxout;
	logic s; 
	genvar i; 
	generate 
		for (i = 0; i < 64; i++) begin : eachFlip
			mux2_1 wren (.d0(dataOut[i]), .d1(WriteData[i]), .select(regEnable), .out(muxout[i]));
			D_FF flipflop (.q(dataOut[i]), .d(muxout[i]), .reset(1'b0), .clk);
		end
	endgenerate 
endmodule 
`timescale 1ns/10ps
module sub(Cout, A, B, S, Cin); 
	input logic A, B, Cin; 
	output logic Cout, S; 
	logic x, y, z, temp, NB;
	not #(0.05) (NB, B); 
	and #(0.05) (x, A, NB); 
	and #(0.05) (y, A, Cin);
	and #(0.05) (z, NB, Cin); 
	or #(0.05) (temp, x, y); 
	or #(0.05) (Cout, temp, z); 
	logic temp2; 
	xor #(0.05) (temp2, A, NB); 
	xor #(0.05) (S, temp2, Cin);
endmodule 

===== design/flow/config.mk =====
export PLATFORM = sky130hd
export DESIGN_NAME = datapathPC
export DESIGN_NICKNAME = datapathPC
export VERILOG_FILES = /design/flow/design.v
export SDC_FILE = /design/flow/constraint.sdc
export NUM_CORES = 4
export LEC_CHECK = 1
export CORE_UTILIZATION = 50

===== design/flow/run.sh =====
#!/bin/bash
# OpenROAD 26Q1-2900-gdf79404cd8, Yosys 0.63+post, stock flow scripts
make -C /OpenROAD-flow-scripts/flow DESIGN_CONFIG=/design/flow/config.mk WORK_HOME=/design/flow/orfs finish

==> results.txt <==
Numbers from the implementation run.

The multiplexer share of the synthesized area is approximately an eighth. The first TritonRoute pass finished after 4 iterations. The number of sinks driven by the clock tree is 128. The setup path with the least slack is of type in -> reg. The layout overhead on the synthesized area is 22.62%.

The via count of the first global-routing pass was about 3,700. The instance count of the mapped netlist is roughly 500. The number of OpenROAD warnings is 34. The synthesis run identifies the leading combinational cell family as adder cells. Per the detailed-route log, wirelength across all metal layers totals 10,810 um. The met1 demand-to-capacity share in global routing is 31.30%. The number of buffers on the longest clock path is 2. Counting only logic cells after layout, the most numerous master is dfxtp_1. The data arrival time of the critical path is 26,220 ps. The overall global routing resource usage is 19.46%. The area fraction in and, or, nand and nor cells after synthesis is about 4.8%. The floorplan step defined a core boundary enclosing 12,160 sq um.

During placement, the flow inserted port buffers numbering between 90 and 100. By area the synthesized netlist is led by dfxtp_1, fa_1, ha_1. The routed layout has 3,402 vias. The end-of-flow timing check tallies setup violations at 12. Sorting the Yosys area breakdown by cell type puts at the top dfxtp_1. The synthesized area divided by synthesized cell count is 12.62 sq um. The first routing iteration left 106 violations. The layer flagged by global routing as most heavily used is met1.

TritonCTS built the clock tree. The initial antenna violation count is 0. In this run the cell area of the synthesized design comes to around 6300 sq um. The chip area line of the yosys report is 6296 sq um.

The global placement routability congestion is 0.8397. For this run, the number of Yosys warnings is 1. The detail route stage leaves a number of antenna-violating nets equal to 0. The initial standard-cell utilization of the core is 51.77%. Setup repair after global routing could not meet its margin everywhere.

The classification of the worst-slack hold path is reg -> reg. The level count of the clock H-tree is 4. The die is 114.2 um tall. Dividing the final minimum period by the clock period gives 117.5%. The synthesized-area fraction occupied by xor and xnor cells is 0.5564%. The routed design could run at a clock period as short as 25,970 ps.

The global-route wire length before repair is 18,480 um. The number of placed instances, taps included, is roughly 690. The proportion of layout cells with a drive suffix above 1 is 23.34%. The final total power is 0.7795 mW.

The synthesized-area fraction occupied by ao, oa, aoi and oai cells is 0.4769%. Excluding fillers, the count of instances in the completed layout stands at 725. The startpoint type of the worst setup path is an input port.

On the final layout, the worst hold slack is roughly 370 ps. In this run, post-CTS hold repair placed 0 buffers. The routed length per placed instance is 14.91 um.

The synthesized design devotes to its leading area cell type 40.70% of total area. The largest clock skew in the final design is 9.717 ps. Looking at the worst setup and hold paths, the clock pins of their registers show a slew of 50 ps. The total congestion overflow after global routing is 0.

The maximum number of pins on one net before global-route repair is 65. The tree is rooted in a clkbuf_16. The total negative setup slack is -25,270 ps.

The count of endpoints failing hold in the final timing report is 0. The finished cells cover 7720 sq um. The wire-length estimate of the detail-placed layout is ~7600 um. The part of the Yosys area used for sequential elements is 40.70%. The checks that failed: negative setup slack.

The longest individual stage delay on the worst path is 380 ps. In this run the horizontal extent of the chip is 114.2 um. The slew at the pin closest to its max-slew limit is 736.8 ps.

The cell type with the highest occurrence count on the critical path is fa_2. The number of distinct library cells after synthesis is 21. In the final report, the number of pins over their slew limit comes to 0. The fraction of the core area covered by cells at the end of the flow is 63.48%.

The total leakage power is 3.513 nW. approximately 100 I/O pins were placed. The number of placement rows is 40. The placed standard-cell area is 7044 sq um. The routed design ends up with an antenna cell count of 0. The via-per-instance ratio is 4.692. Per the post-place timing report, worst setup slack is -6395 ps. The maximum net fanout on the critical path is 2. After synthesis, the design contains roughly 500 cells according to Yosys. The post-synthesis share of cell area spent on full adders, half adders and majority gates is between 30% and 40%. The critical path's slowest stage uses the library cell fa_2.

The global-route met2 utilization is 28.61%. The skew report gives the latency at the later pin of the worst-skew pair as 400 ps. Per the timing report, the achievable frequency comes out to 38.51 MHz.

The top cell types in the final layout, fill and taps aside, are dfxtp_1, clkdlybuf4s50_1, nor2_1. Per the OpenROAD floorplan log, the area of the die is 13,050 sq um. The worst setup path is captured at a flip-flop. The worst ir drop on vdd is 0.00006627 V. The fraction of met3 tracks used by global routing is 6.149%. The number of clock buffers added by TritonCTS is 17. The worst slew margin relative to its limit is around 51%. In this run, synthesis produced a sequential element count of between 100 and 150. The number of violations of the max-capacitance limit is 0. The flow ran to the end, but the final reports show violations. The data required time at the worst endpoint is between 20,000 and 25,000 ps. The final timing report gives a worst setup slack of -3866 ps. The ratio of total power to cell area is roughly 100 nW/um^2.

The post-detailed-route DRC marker count is 0.
==> worst max-delay path, delay by kind of cell <==
family / cells / cell delay, ps
AOI/OAI and AO/OA: 2 / 160
xor gates and xnor gates: 2 / 320
muxes: 1 / 300
buffers and inverters: 1 / 100
and+or+nand+nor: 1 / 90
adders and majority gates: 60 / 20790
==> metal layers <==
layer | up-vias | wire [um] | share of wire [%]
met5 | - | 0 | 0
met4 | 0 | 95 | 0.88
met3 | 7 | 626 | 5.8
met2 | 77 | 4768 | 44
met1 | 1635 | 5317 | 49
li1 | 1683 | - | -
==> area by class of cell <==
type	count	area (sq um)
Sequential cell	128	2562
Tap cell	168	210.2
Clock buffer	25	495.5
Inverter	1	3.754
Fill cell	941	4442
Multi-Input combinational cell	288	3326
Timing Repair Buffer	110	1044
Clock inverter	5	78.83
==> flip-flops by register name, indices dropped and copies added, names as in the netlist, named ones only <==
| register | flops |
|---|---|
| eachFlip.flipPC.q | 62 |
| incase_br.eachFlip.flipflop.q | 64 |
==> final timing paths <==
path	start	endpoint	slack, ps	cells after the start
max	UncondBr	eachFlip[63].flipPC.q	-3870	67
min	flip-flop	incase_br.eachFlip[1].flipflop.q	370	0
max reg2reg	incase_br.eachFlip[2].flipflop.q	eachFlip[63].flipPC.q	250	65
min reg2reg	flip-flop	incase_br.eachFlip[1].flipflop.q	370	0
==> cells by family (layout without fill, tap and decap cells) <==
group | count (synthesis) | after routing
flops | 128 | 128
fa+ha+maj | 121 | 121
buf+inv | 83 | 141
xor+xnor | 4 | 4
simple gates | 79 | 79
compound gates | 4 | 4
mux | 80 | 80
==> cells in the mapped netlist <==
master,count
mux2i_1,61
fa_1,59
mux2i_2,1
buf_1,3
inv_1,1
nor2_1,65
nand2b_1,2
a211oi_1,1
o21ai_0,1
dfxtp_1,128
ha_1,62
xor2_1,1
buf_2,7
a21oi_1,1
xnor2_1,3
buf_6,1
mux2_2,18
a211oi_2,1
nand2_1,12
clkbuf_1,3
buf_4,68
==> power by group <==
group / switching, mW / leakage [nW] / total (mW) / internal (mW)
Sequential: 0.0350 / 1.06 / 0.317 / 0.282
Clock: 0.0925 / 0.283 / 0.269 / 0.177
Combinational: 0.0746 / 2.17 / 0.194 / 0.119
==> what timing repair did <==
| item | CTS | global route |
|---|---|---|
| endpoints found under the setup margin | 16 | 13 |
| pin swaps | 14 | 8 |
| endpoints found under the hold margin | 0 | 0 |
| gates resized | 54 | 0 |
| setup buffers | 1 | 0 |
Power figures rest on the tool's default switching activity, not on a simulated workload.
