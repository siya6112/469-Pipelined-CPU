$ cat flow/config.mk
export PLATFORM = sky130hd
export DESIGN_NAME = regfile
export DESIGN_NICKNAME = regfile
export VERILOG_FILES = /design/flow/design.v
export SDC_FILE = /design/flow/constraint.sdc
export NUM_CORES = 4
export LEC_CHECK = 1
export CORE_UTILIZATION = 40
$ cat flow/design.v
`timescale 1ns/10ps
module D_FF (q, d, reset, clk);
	output reg q;
	input d, reset, clk;
	always_ff @(posedge clk)
		if (reset)
			q <= 0;  
		else
			q <= d;  
endmodule
`timescale 1ns/10ps
module decoder(RegWrite, WriteRegister, regNum);
	input logic RegWrite; 
	input logic [4:0] WriteRegister;
	output logic [31:0] regNum; 
	logic [3:0] regOut2_4;
	demux2_4 two4 (.a(WriteRegister[4]), .b(WriteRegister[3]), .enable(RegWrite), .regOut(regOut2_4)); 
	demux3_8 three80 (.a(WriteRegister[2]), .b(WriteRegister[1]), .c(WriteRegister[0]), .enable(regOut2_4[0]), .regOut(regNum[7:0])); 
	demux3_8 three81 (.a(WriteRegister[2]), .b(WriteRegister[1]), .c(WriteRegister[0]), .enable(regOut2_4[1]), .regOut(regNum[15:8]));
	demux3_8 three82 (.a(WriteRegister[2]), .b(WriteRegister[1]), .c(WriteRegister[0]), .enable(regOut2_4[2]), .regOut(regNum[23:16]));
	demux3_8 three83 (.a(WriteRegister[2]), .b(WriteRegister[1]), .c(WriteRegister[0]), .enable(regOut2_4[3]), .regOut(regNum[31:24]));
endmodule 
`timescale 1ns/10ps
module demux2_4(a, b, enable, regOut);
	input logic a, b, enable; 
	output logic [3:0] regOut;
	logic na, nb; 
	not #(0.05) (na, a);
	not #(0.05) (nb, b);
	and #(0.05) (regOut[0], na, nb, enable);
	and #(0.05) (regOut[1], na, b, enable);
	and #(0.05) (regOut[2], a, nb, enable);
	and #(0.05) (regOut[3], a, b, enable);
endmodule 
`timescale 1ns/10ps
module demux3_8(a, b, c, enable, regOut);
	input logic a, b, c, enable; 
	output logic [7:0] regOut;
	logic na, nb, nc;  	
	not #(0.05) (na, a); 
	not #(0.05) (nb, b); 
	not #(0.05) (nc, c); 
	and #(0.05) (regOut[0], na, nb, nc, enable);
	and #(0.05) (regOut[1], na, nb, c, enable);
	and #(0.05) (regOut[2], na, b, nc, enable);
	and #(0.05) (regOut[3], na, b, c, enable);
	and #(0.05) (regOut[4], a, nb, nc, enable);
	and #(0.05) (regOut[5], a, nb, c, enable);
	and #(0.05) (regOut[6], a, b, nc, enable);
	and #(0.05) (regOut[7], a, b, c, enable);
endmodule 
`timescale 1ns/10ps
module mux2_1(d0, d1, select, out); 
	input logic d0, d1, select; 
	output logic out; 
	logic a, b, notselect; 
	not #(0.05) (notselect, select);
	and #(0.05) (a, d0, notselect);
	and #(0.05) (b, d1, select);
	or #(0.05) (out, a, b);
endmodule 
`timescale 1ns/10ps
module mux32_1(Din, Dout, s);
	input logic [31:0] Din;
	input logic [4:0] s;
	output logic Dout; 
	logic [15:0] outSixteen; 
	logic [7:0] outEight;
	logic [3:0] outFour;
	logic [1:0] outTwo;
	genvar i; 
	generate 
		for(i = 0; i < 32; i += 2) begin : each16
			mux2_1 out16 (.d0(Din[i]), .d1(Din[i + 1]), .select(s[0]), .out(outSixteen[i / 2]));
		end
		for(i = 0; i < 16; i += 2) begin : each8
			mux2_1 out8 (.d0(outSixteen[i]), .d1(outSixteen[i + 1]), .select(s[1]), .out(outEight[i / 2]));
		end 
		for(i = 0; i < 8; i += 2) begin : each4
			mux2_1 out4 (.d0(outEight[i]), .d1(outEight[i + 1]), .select(s[2]), .out(outFour[i / 2]));
		end
		for(i = 0; i < 4; i += 2) begin : each2
			mux2_1 out2 (.d0(outFour[i]), .d1(outFour[i + 1]), .select(s[3]), .out(outTwo[i / 2]));
		end
		mux2_1 out (.d0(outTwo[0]), .d1(outTwo[1]), .select(s[4]), .out(Dout));
	endgenerate 
endmodule 
`timescale 1ns/10ps
module regfile(ReadData1, ReadData2, WriteData, 
					 ReadRegister1, ReadRegister2, WriteRegister,
					 RegWrite, clk); 
	output logic [63:0] ReadData1, ReadData2; 
	input logic	[4:0] 	ReadRegister1, ReadRegister2, WriteRegister;
	input logic [63:0]	WriteData;
	input logic 			RegWrite, clk;
	logic [31:0] regNum; 
	logic [31:0][63:0] dataOutGrid;
	logic [63:0][31:0] dataInGrid;
	decoder decode (.RegWrite, .WriteRegister, .regNum);
	genvar i, n;
	generate	
		for (i = 0; i < 31; i++) begin : eachReg
			register Reg (.WriteData, .regEnable(regNum[i]), .dataOut(dataOutGrid[i]), .clk); 
		end
	endgenerate
	register Reg31 (.WriteData(64'b0), .regEnable(1'b1), .dataOut(dataOutGrid[31]), .clk);
	genvar j, k; 
	generate
		for (j = 0; j < 32; j++) begin : eachrow
			for (k = 0; k < 64; k++) begin : eachcol
				assign dataInGrid[63 - k][j] = dataOutGrid[j][k];
			end 
		end 
	endgenerate
	generate 
		for(n = 0; n < 64; n++) begin : each32mux
			mux32_1 read1 (.Din(dataInGrid[n]), .Dout(ReadData1[63 - n]), .s(ReadRegister1)); 
			mux32_1 read2 (.Din(dataInGrid[n]), .Dout(ReadData2[63 - n]), .s(ReadRegister2)); 
		end 
	endgenerate 
endmodule
`timescale 1ns/10ps
module register(WriteData, regEnable, dataOut, clk);
	input logic regEnable, clk;
	input logic [63:0] WriteData;
	output logic [63:0] dataOut; 
	logic [63:0] muxout;
	logic s; 
	genvar i; 
	generate 
		for (i = 0; i < 64; i++) begin : eachFlip
			mux2_1 wren (.d0(dataOut[i]), .d1(WriteData[i]), .select(regEnable), .out(muxout[i]));
			D_FF flipflop (.q(dataOut[i]), .d(muxout[i]), .reset(1'b0), .clk);
		end
	endgenerate 
endmodule 
$ cat flow/constraint.sdc
current_design regfile

set clk_period 13.3
set clk_io_pct 0.2

create_clock -name clk0 -period $clk_period [get_ports {clk}]

set non_clock_inputs [all_inputs -no_clocks]
set_input_delay [expr $clk_period * $clk_io_pct] -clock clk0 $non_clock_inputs
set_output_delay [expr $clk_period * $clk_io_pct] -clock clk0 [all_outputs]
$ cat flow/run.sh
#!/bin/bash
# OpenROAD 26Q1-2900-gdf79404cd8, Yosys 0.63+post, stock flow scripts
make -C /OpenROAD-flow-scripts/flow DESIGN_CONFIG=/design/flow/config.mk WORK_HOME=/design/flow/orfs finish
==> datasheet_impl.txt <==
Table: implementation figures

Parameter                              Value

Status
  Outcome .................. finished, final reports clean

Logic synthesis
  Distinct lib cells .................. 39
  Synthesis Warnings .................. 1
  Post-synth ARST share .................. 0%
  Top cell type's share of synthesized area .................. a little over three fifths
  Post-synth tally of flip-flops with integrated enable .................. 1984
  Chip area from the yosys synthesis statistics .................. 94100 um2
  Most instantiated flip-flop cell in the synthesis netlist .................. sky130_fd_sc_hd__edfxtp_1
  Synthesized area per cell .................. 14.7 um2
  Post-synth seq share .................. 63.3%
  Number of synthesized register bits .................. between 1500 and 2000
  Yosys cell count .................. 6389
  Number of instances in the synthesized netlist .................. 6389
  Largest area contributor in the netlist .................. sky130_fd_sc_hd__edfxtp_1
  Cell area leaders .................. sky130_fd_sc_hd__edfxtp_1 (63%), sky130_fd_sc_hd__mux2i_1 (19%), sky130_fd_sc_hd__a22oi_1 (6.1%)
  Post-synthesis instance area .................. 94100 um2

Power and ir drop
  Pwr/cell area .................. approximately 130 nW/um2
  Largest voltage drop on the vdd net .................. between 100 and 150 uV
  Static leakage power .................. about 38 nW

STA
  Number of pins exceeding their max-slew limit in the final report .................. 0
  Tightest slew margin relative to the limit .................. 30.9%
  Final setup fails .................. 0
  Time the worst path needs with I/O delays and setup .................. 9.69 ns
  Max Clock Freq .................. 103 MHz
  Actual transition at the worst max-transition pin .................. 1.03 ns
  PnR worst setup slack .................. 3.61 ns
  Setup TNS after final layout .................. 0 ns
  Final-report hold violation count .................. 0
  RSZ-0062 raised after global routing .................. no
  Share of the clock period used by the worst path .................. 72.9%

Critical path
  CP Data Arrival Time .................. 7.03 ns
  Crit path launch type .................. primary input
  Kind of end point of the critical path .................. output pin
  Critical setup path kind .................. in -> out
  Worst path required time .................. around 11 ns
  Peak fanout along the critical path .................. ~56

Routing
  Remaining routing DRC violations .................. 0
  Post-DR vias/cell .................. roughly 6.1
  Average wire per standard cell .................. 31.6 um
  Initial detailed-routing violation count .................. roughly 4100
  Total detailed-routing wirelength .................. roughly 300000 um
  Remaining antenna violation count after routing .................. 0
  Vias post-DR .................. 59900
  DR pass1 iterations .................. 6

Run
  Max-Cap Viols .................. 0
  Tool warning count .................. 26

Floorplanning
  Total die area .................. 237000 um2
  Init Core Util .................. 40.4%
  Width of the die .................. 487 um
  # IOs .................. 209
  Row Count .................. 177
  Height of the die .................. just under 500 um
  Floorplan core area .................. about 230000 um2

Clock tree
  Number of clock sinks .................. 1984
  Buffer levels on the longest clock path .................. 3
  Clk Tree Root Cell .................. sky130_fd_sc_hd__clkbuf_16
  Clock edge transition at the registers on the reported setup and hold paths .................. 0.06 ns
  Cts bufs inserted .................. 208
  Number of hold buffers added after CTS .................. 0
  # Post-CTS Setup Buffers .................. 0
  Htree depth .................. 4
  CTS tree .................. yes
  Cells resized by post-CTS repair .................. 0

Placement
  Final GP Congestion .................. 0.894
  Post-detailed-placement half-perimeter wirelength .................. 179000 um
  Placed cells .................. 9396
  Worst slack at placement .................. 3.68 ns
  Port Buffer Count .................. 208

Final layout
  Layout cells sized above 1 .................. about 10%
  Most frequently placed logic cell in the final layout .................. sky130_fd_sc_hd__edfxtp_1
  Tally of non-filler cells in the final layout .................. 9786
  Area growth syn-to-layout .................. 12.7%
  Number of filler cells placed in the layout .................. approximately 20000
  Top logic cells by instance count in the layout .................. sky130_fd_sc_hd__edfxtp_1 (1984), sky130_fd_sc_hd__mux2i_1 (1780), sky130_fd_sc_hd__a22oi_1 (762)

Global route
  Largest net degree at the start of global routing .................. 84
  Vias in the first global route .................. 62400
  Total routing resource utilization after global routing .................. 27.9%
  Initial antenna violation count .................. 13
  Aggregate global routing overflow .................. 0
  Global-route wire length before repair .................. 438000 um

Min path
  Type of the most critical hold path .................. in -> reg
## stage by stage
step	hold WS, ns	area [um2]	power [W]	utilization, %
floorplan	2.76	94100	0.00781	-
global placement	3.49	99300	0.00831	42.6
detailed placement	3.49	99300	0.00832	42.6
CTS	2.56	106000	0.0141	45.5
global route	2.60	106000	0.0144	45.5
finish	2.62	106000	0.0140	45.5
## cell usage after synthesis (127+ instances only)
master,n
sky130_fd_sc_hd__edfxtp_1,1984
sky130_fd_sc_hd__mux2i_1,1780
sky130_fd_sc_hd__a22oi_1,762
sky130_fd_sc_hd__a21oi_1,255
sky130_fd_sc_hd__buf_4,234
sky130_fd_sc_hd__clkbuf_1,208
sky130_fd_sc_hd__nor2b_1,132
sky130_fd_sc_hd__nand2_1,130
sky130_fd_sc_hd__a211oi_1,127
sky130_fd_sc_hd__inv_1,127
sky130_fd_sc_hd__nand4_1,127
sky130_fd_sc_hd__nor4_1,127
sky130_fd_sc_hd__o221ai_1,127
## metal layers
metal	up-vias	GRT usage [%]	part of all wire, %
met3	796	17.7	15
met2	3756	41.6	47
met1	29500	32.5	33
met4	25	10.9	4.9
met5	-	2.29	0.21
li1	25800	-	-
## layout make-up
cell class                 count  area, um2  share of cell area, %
antenna                        6       15.0                 0.0142
sequential                  1984      59600                   56.2
timing repair buffer         501       4390                   4.14
inverter                     127        477                  0.450
tap                         3132       3920                   3.70
clock inverter               134       1280                   1.21
clock buffer                 250       5470                   5.16
multi-input combinational   3652      30900                   29.2
## critical path: stages
cell,delay (ns)
sky130_fd_sc_hd__buf_8,0.47
sky130_fd_sc_hd__buf_4,0.63
sky130_fd_sc_hd__buf_4,0.69
sky130_fd_sc_hd__buf_4,0.72
sky130_fd_sc_hd__mux2i_1,0.16
sky130_fd_sc_hd__a22oi_1,0.23
sky130_fd_sc_hd__a21oi_1,0.10
sky130_fd_sc_hd__nor4_1,0.55
sky130_fd_sc_hd__clkdlybuf4s50_1,0.58
## final timing paths
check	from	to	slack (ns)	cells past startpoint
min	WriteData[54]	register	2.62	2
max	ReadRegister2[2]	ReadData2[27]	3.61	9
## kinds of logic (layout without fill, tap and decap cells)
kind of cell / Yosys count / in the layout / share of synthesized area (%)
other: 0 / 6 / 0
multiplexers: 1787 / 1787 / 19.1
AND-OR/OR-AND: 1274 / 1274 / 9.65
AND/OR/NAND/NOR: 591 / 591 / 3.59
buffers and inverters: 753 / 1012 / 4.37
flip-flops: 1984 / 1984 / 63.3
## where the power goes
group / leakage (nW) / switching [W] / total, W / internal, W
Sequential: 17.9 / 0.0000302 / 0.00699 / 0.00696
Combinational: 16.5 / 0.000766 / 0.00121 / 0.000444
Clock: 3.29 / 0.00247 / 0.00581 / 0.00334
Total: 37.7 / 0.00326 / 0.0140 / 0.0107
Power is estimated from default activity; no workload was simulated.
